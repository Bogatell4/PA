`run.sh`:
```
#!/bin/bash
# OpenROAD 26Q1-2900-gdf79404cd8, Yosys 0.63+post, stock flow scripts
make -C /OpenROAD-flow-scripts/flow DESIGN_CONFIG=/design/flow/config.mk WORK_HOME=/design/flow/orfs finish
```
`config.mk`:
```
export PLATFORM = sky130hd
export DESIGN_NAME = Memory
export DESIGN_NICKNAME = Memory
export VERILOG_FILES = /design/flow/design.v
export SDC_FILE = /design/flow/constraint.sdc
export NUM_CORES = 4
export LEC_CHECK = 1
export CORE_UTILIZATION = 50
export SYNTH_MEMORY_MAX_BITS = 65536
```
`constraint.sdc`:
```
current_design Memory

set clk_period 4.0
set clk_io_pct 0.2

create_clock -name clk0 -period $clk_period [get_ports {clk}]

set non_clock_inputs [all_inputs -no_clocks]
set_input_delay [expr $clk_period * $clk_io_pct] -clock clk0 $non_clock_inputs
set_output_delay [expr $clk_period * $clk_io_pct] -clock clk0 [all_outputs]
```
`design.v`:
```
module Memory(
    input wire enable,
    input wire clk,
    input wire [9:0 ]MemAddr,
    input wire [4:0] dst,
    input wire [31:0] data_in,
    input wire [6:0] memOP,
    output reg WB,
    output reg [4:0] dstout,
    output reg [31:0] data_out
    );
    reg [255:0]memory[31:0];  
    wire [7:0] highAddr;
    wire [1:0] lowAddr;
    assign highAddr = MemAddr[9:2];
    assign lowAddr = MemAddr[1:0];
    always @(posedge clk)begin
        if(enable==1'b1) begin
            case(memOP)
                7'h10: begin  
                end
                7'h11: begin  
                    data_out<=memory[highAddr];
                    dstout<= dst;
                    WB<=1'd1;
                end
                7'h12: begin  
                end
                7'h13: begin  
                    memory[highAddr]<=data_in;
                    data_out<=32'd0;
                    dstout<= 5'd0;
                    WB<=1'd0;
                end
            endcase
        end
    end
endmodule
```
==> GITHUB_STEP_SUMMARY <==
### Yosys + OpenROAD results

| Metric | Value |
|---|---|
| IO Pins | 94 |
| Cell area after synthesis | between 40000 and 50000 sq um |
| Cycle use final | 0.768 |
| Htree depth | 3 |
| Final min period | about 3.1 ns |
| Number of nets still failing antenna checks after routing | 0 |
| First-pass GRT wire length | around 140000 um |
| Leak pwr | ~0.016 uW |
| Clk latency of the worst-skew pair | 0.68 ns |
| Clk sinks | approximately 1100 |
| Min-delay src | memory[20][20] |
| Worst Setup Slack, final | between 0.9 and 1 ns |
| Routed WL per cell | between 20 and 30 um |
| 1st-iter DRT viols | 1324 |
| Post-DP HPWL | ~55000 um |
| Largest net degree at the start of global routing | 91 |
| Main synth FF type | edfxtp_1 |
| Cells after synthesis | ~2200 |
| Hold Crit Depth | 4 |
| RSZ-0062 raised after global routing | false |
| Setup TNS | 0 ns |
| Worst setup path category | input port to flip-flop |
| Yosys stat area | just over 40000 sq um |
| Clock transition at path regs | roughly 0.06 ns |
| R2R cell count | 5 |
| Final Hold Viols | 0 |
| Crit end category | flip-flop |
| Chip Width | about 290 um |
| Routed via count | between 20000 and 25000 |
| Cell area leaders | edfxtp_1 (79%), mux2i_1 (13%), o22ai_1 (4.0%) |
| Worst hold endpoint | data_out[20] |
| Chip Height | approximately 290 um |
| Drt total wl | around 98000 um |
| Tot Pwr | about 23000 uW |
| Num CTS Buffers | roughly 110 |
| CTS tree | done |
| Warnings, synthesis | 1 |
| Post-synth regs | 1062 |
| Root buffer cell | clkbuf_16 |
| WP data required | 4.41 ns |
| Post-CTS Setup Inserts | 0 |
| Clock Path Buffers | 3 |
| Power Dens Cells | between 400 and 500 nW/um^2 |
| Register area share after synthesis | 0.791 |
| CP arrival | approximately 3.5 ns |
| Vias in the first global route | roughly 22000 |
| IO Port Bufs | just under 90 |
| Core Box Area | between 70000 and 80000 sq um |
| Post-DR vias/cell | about 5.9 |
| Relative slew slack | 0.316 |
| Slew Limit Fails | 0 |
| Reg2Reg Capture Point | data_out[26] |
| Worst slack, placed | slightly below 0.3 ns |
| Die ar. | between 80000 and 90000 sq um |
| Syn Area/Cell | between 15 and 20 sq um |
| Total GRT Usage | 0.274 |
| Final clock skew | around 0.03 ns |
| Setup violations, final | 0 |
| Rows | roughly 100 |
| Pre-Repair DR Iteration Count | 5 |
| Yosys Instances | between 2000 and 2500 |
| CTS resizes | 0 |
| Critical Path Source Type | input port |
| Antenna violations before repair | 4 |
| P&R area growth vs syn | 17.2% |
| Hold Path Class | flip-flop to flip-flop |
| CTS Hold Bufs | 0 |
| Async S/R FF share, synth | 0 |
| OpenROAD warnings | 31 |
| Fmax achieved | between 300 and 400 MHz |
| Cell taking the most area after synthesis | edfxtp_1 |
| Top cell area share | 0.791 |
| Unique cell types | 27 |
| Share of cells above drive strength 1 | 0.143 |
| DP Area | between 40000 and 50000 sq um |
| Gr ovfl total | 0 |
| Tally of max-capacitance violations | 0 |
| VDD IR-drop max | 0.317 mV |
| GP Congestion | roughly 0.84 |
| Residual DRC count | 0 |
| Design Area, Final | ~47000 sq um |
| Status | complete, no violations |
| Post-synth EDFFs | 1062 |
| Worst-path fanout max | 15 |
| Worst-Margin Slew | roughly 1.0 ns |
| Worst r2r src | memory[10][26] |
| FP Core Util | 0.508 |
| Flop-to-flop setup slack | approximately 2.1 ns |
## sequential cells by signal, summed over array words and instances (netlist names)
register,flops
WB,1
memory,1024
data_out,32
dstout,5
## how the worst max path moves through the flow
stage / startpoint / endpoint / slack, ns
4_1_cts: MemAddr[5] / data_out[26] / 0.99
5_1_grt: MemAddr[2] / data_out[29] / 0.84
6_report: MemAddr[2] / data_out[29] / 0.93
## kinds of logic after synthesis
family	share of synthesized area
AOI/OAI and AO/OA	0.0447
buffers and inverters	0.0155
DFF	0.791
muxes	0.127
and+or+nand+nor	0.0218
## routing by layer
layer	up-vias	share of wire	GRT usage
met5	-	0.0038	0.0308
met3	169	0.17	0.207
met1	10100	0.34	0.366
met4	16	0.025	0.0579
met2	1285	0.46	0.383
li1	9250	-	-
## worst max-delay path, stage by stage
cell and delay [ns]:
clkdlybuf4s50_1 0.80, or4b_2 0.45, buf_4 0.38, o22ai_1 0.14, nor4_1 0.59, buf_4 0.22, a31oi_1 0.09
## cell usage after synthesis (4+ instances only)
| master | instances |
|---|---|
| mux2i_1 | 512 |
| a31oi_1 | 32 |
| nor2b_1 | 5 |
| edfxtp_1 | 1062 |
| nand4bb_1 | 8 |
| nand4b_1 | 4 |
| nor3_1 | 5 |
| nor4_1 | 32 |
| buf_2 | 63 |
| nor2_1 | 94 |
| clkbuf_1 | 55 |
| o22ai_1 | 256 |
| or4b_1 | 4 |
| buf_6 | 7 |
## cells in the final DEF, fill, tap and decap left out, drive strengths merged
cell              n
clkdlybuf4s50    87
nand2             3
nand3             2
mux2i           512
clkbuf          132
clkinvlp          3
nor4b             2
nand3b            3
nor2             94
nand4             1
edfxtp         1062
diode             1
a31oi            32
nand4b            4
buf             158
nor2b             5
or3               1
o22ai           256
nand4bb           8
nand2b            1
inv               5
or4b              4
nor4             32
bufinv           17
or3b              2
nor3              5
or4               1
clkinv           42
## power by group
| group | leakage (uW) | switching, uW | internal [uW] |
|---|---|---|---|
| registers | 0.00956 | 0.744 | 12300 |
| clock network | 0.00173 | 4010 | 6040 |
| logic | 0.00490 | 521 | 331 |
| total | 0.0162 | 4530 | 18600 |
## area by class of cell
cell class	instances	area, sq um
Sequential cell	1062	31900
Fill cell	5563	32100
Inverter	1	3.75
Clock inverter	66	778
Antenna cell	1	2.50
Clock buffer	132	2790
Multi-Input combinational cell	968	8150
Timing Repair Buffer	245	2340
Tap cell	1050	1310
## through the flow
stage                     hold slack, ns   util  instances
after floorplan                    0.717      -       2160
after global placement             0.775  0.550       3326
after CTS                          0.800  0.595       3524
final                              0.792  0.595       3525
after global routing               0.819  0.595       3525
after detailed placement           0.770  0.550       3326
No activity file was given, so power comes from the tool's default toggle rates.
