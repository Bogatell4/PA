==> ./design.v <==
module Execution(
    input wire clk,
    input wire [6:0] opcode,
    input wire [4:0] dstin,
    input wire [31:0] src1,
    input wire [31:0] src2,
    input wire [9:0] offsetlo,
    output reg [31:0] result,
    output reg [4:0] dstout,
    output reg [6:0] memOp,
    output reg [9:0]MemAddr,  
    input wire enable,  
    output wire Nop21     
    );
    reg Nop21_reg;
    reg doneMult;  
    reg multing;
    assign Nop21 = (doneMult==1'b1) ? 1'b0 : (opcode == 7'h02) ? 1'b1: Nop21_reg;
    reg [31:0]reg0;
    reg [31:0]reg1;
    reg [31:0]reg2;
    reg [31:0]reg3;
    reg [2:0]count;
    initial begin
        doneMult=1'b0;
        multing=1'b0;
        count=3'd0;
        Nop21_reg=1'b0;
        result=32'd0;
    end
    always @(posedge clk)begin
        if(enable==1'b1) begin
            case(opcode)
                7'h00: result=src1+src2;
                7'h01: result=src1-src2;
                7'h02: begin  
                    if (multing==1'b0) begin
                        reg0<=src1*src2;
                        multing<=1'b1;
                        Nop21_reg<=1'b1;
                        count<=3'd0;
                    end else if (count==3'd4)begin
                        doneMult<=1'b1;
                        multing<=1'b0;
                        Nop21_reg<=1'b0;
                        count<=3'd0;
                    end else begin
                        count<=count+1;
                        reg1<=reg0;
                        reg2<=reg1;
                        reg3<=reg2;
                        result<=reg3;
                    end
                end
                7'h10: begin  
                    result<=src1;
                    MemAddr<=offsetlo+dstin;
                    memOp<=7'h10;
                end
                7'h11: begin  
                    result<=src1;
                    MemAddr<=offsetlo+dstin;
                    memOp<=7'h11;
                end
                7'h12: begin  
                    result<=src1;
                    MemAddr<=offsetlo+dstin;
                    memOp<=7'h12;
                end
                7'h13: begin  
                    result<=src1;
                    MemAddr<=offsetlo+dstin;
                    memOp<=7'h13;
                end
                7'h3F: ;
                default: result<=32'hFFFFFFFF;
            endcase
        end         
    end
endmodule
==> ./run.sh <==
#!/bin/bash
# OpenROAD 26Q1-2900-gdf79404cd8, Yosys 0.63+post, stock flow scripts
make -C /OpenROAD-flow-scripts/flow DESIGN_CONFIG=/design/flow/config.mk WORK_HOME=/design/flow/orfs finish
==> ./config.mk <==
export PLATFORM = sky130hd
export DESIGN_NAME = Execution
export DESIGN_NICKNAME = Execution
export VERILOG_FILES = /design/flow/design.v
export SDC_FILE = /design/flow/constraint.sdc
export NUM_CORES = 4
export LEC_CHECK = 1
export CORE_UTILIZATION = 50
==> ./constraint.sdc <==
current_design Execution

set clk_period 19.6
set clk_io_pct 0.2

create_clock -name clk0 -period $clk_period [get_ports {clk}]

set non_clock_inputs [all_inputs -no_clocks]
set_input_delay [expr $clk_period * $clk_io_pct] -clock clk0 $non_clock_inputs
set_output_delay [expr $clk_period * $clk_io_pct] -clock clk0 [all_outputs]
==> reports/results.ini <==
[floorplan]
chipArea_um2=49600
fp-row-count=80
fp_util=0.508
core_region_area_um2=47900
io_pins=143
die_w_um=223
die_y_um=223

[global_routing]
grtUsageTotal=0.304
overflow=0
antenna_found_initial=1
grt_pass1_wl_um=104000
grt_max_degree=51
grt_pass1_vias=18000

[timing]
finalSetupViolations=0
skew_ns=0.00885
fin_ws_ns=8.43
finalCritPeriodShare=0.570
fmax_ghz=0.0895
rsz0062_at_grt=no
fin_crit_ns=11.17
timing.hold.ws_ns=0.418
fin_tns_setup_ns=0
slew_headroom=0.453
hold_viol=0
worstMarginPinSlew_ns=0.818
finalMaxSlewViolations=0

[clock_tree]
postCtsSetupRepairBufs=0
clkTransAtPathRegs_ns=0.07
cts_sinks=178
cts_resized=0
cts_tree=done
insertion_delay_ns=0.45
h-tree-depth=4
ctsHoldBuffers=0
cts.path.max_buffers=2
cts_root_buffer=clkbuf_16
cts_buffers=17

[worst_setup_path]
rrSetupSlack_ns=17.00
path_buffers=5
cp.depth=23
critPathKind=in2reg
rr_endpoint=reg2[16]$_DFFE_PP_
slowest_delay_ns=0.80
critPathMaxFanout=13
cp.required_ns=19.78
crit_family=adder cells
cp_cell_sequence=clkdlybuf4s50_1, and2_1, fa_1, fa_1, fa_1, inv_1, fa_1, inv_1, fa_1, inv_1, fa_1, inv_1, fa_1, fa_1, ha_1, a21o_1, a21oi_1, o21ai_0, o41ai_1, o21ai_0, a41o_1, a2111oi_0, a311oi_1
crit_arrival_ns=11.35
crit_slowest_cell=clkdlybuf4s50_1
endpoint=reg0[29]$_DFFE_PP_
reg2reg_depth=7
cp-start-kind=primary input
crit_path_end_kind=flip-flop
crit_start=src2[5]
crit_top_cell=fa_1
r2r_start=count[0]$_SDFFCE_PN0P_

[placed_design]
placedCellCount=3103
hpwlAfterDp_um=49400
pre_cts_slack_ns=7.97
port_buffers=132
gp_congestion=0.943

[route]
drtPass1Iterations=9
via_count=16900
drtIter0Drc=901
antenna_left=0
wl_per_cell_um=21.0
drt-total-wl_um=65900
via_per_inst=5.39
route.detailed.drc=0

[synth]
ys_cells=2428
yosys_area_um2=24400
synthDistinctLibCells=70
syn_avg_cell_area_um2=10.0
syn_area_um2=24400
synthCells=2428
synth.yosys.seq_area_share=0.219
enable_flop_cells=178
yosys_most_used_dff=edfxtp_1
ys_warn_count=6
ys_ff=178
synthArstFlopShare=0

[final_layout]
final_cells=3136
area_growth_pct=10.9
drive_gt1_frac=0.0401
nFillCells=4047
mostFrequentLayoutCells=426 x inv_1, 410 x fa_1, 289 x and2_1, 283 x nand2_1, 178 x edfxtp_1
lay_top_count=inv_1

[outcome]
status=finished, final reports clean

[flow_run]
tool_warnings=27
drv_cap=0

[min_path]
hp-class=reg2reg

cells in the mapped netlist (30+ instances only):
library cell    n  share of area
fa_1          410           0.34
edfxtp_1      178           0.22
nor2_1         60         0.0092
o21ai_0        47         0.0096
nand2_1       283          0.044
a21oi_1        60          0.012
ha_1          163          0.084
a221oi_1       30          0.011
xor2_1         44          0.016
clkbuf_1      116          0.018
xnor2_1       103          0.037
and2_1        289          0.074
inv_1         426          0.066
through the flow:
stage / area (µm²) / utilization
6_report: 27000 / 0.564
3_3_place_gp: 26400 / 0.550
2_1_floorplan: 24400 / -
5_1_grt: 27000 / 0.564
4_1_cts: 27000 / 0.564
3_5_place_dp: 26400 / 0.550
metal layers:
layer | up-vias | wire length [µm] | share of wire | track usage
li1 | 7736 | - | - | -
met1 | 8342 | 26000 | 0.39 | 0.440
met2 | 778 | 30800 | 0.47 | 0.452
met3 | 58 | 8160 | 0.12 | 0.158
met4 | 0 | 1030 | 0.016 | 0.0345
met5 | - | 0 | 0 | 0
how the worst min path moves through the flow:
stage	start	to	depth (start not counted)	slack [ns]
after CTS	reg1[1]$_DFFE_PP_	reg2[1]$_DFFE_PP_	0	0.41
after global routing	reg2[15]$_DFFE_PP_	reg3[15]$_DFFE_PP_	0	0.42
final	reg1[20]$_DFFE_PP_	reg2[20]$_DFFE_PP_	0	0.42
area by class of cell:
cell class,count,area [µm²],share of cell area
multi-input cells,1699,17000,0.627
flip-flops and latches,178,5350,0.198
repair buffers,185,1720,0.0636
inverters,426,1600,0.0592
well taps,615,769,0.0285
clock buffers,17,425,0.0157
clock inverters,15,208,0.00769
diodes,1,2.50,0.0000926
cell families after synthesis:
group / count (synthesis) / share of synthesized area
AND/OR/NAND/NOR: 722 / 0.151
adder cells (fa/ha/maj): 573 / 0.420
buffers and inverters: 560 / 0.0883
AND-OR/OR-AND: 242 / 0.0664
flip-flops: 178 / 0.219
XOR/XNOR: 147 / 0.0528
multiplexers: 4 / 0.00164
other: 2 / 0.000308
