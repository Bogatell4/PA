## ./design.v

```verilog
module Adder(
    input wire [3:0] A,
    input wire [3:0] B,
    output wire [7:0] C
    );
    assign C = A+B;
endmodule
```

## ./run.sh

```bash
#!/bin/bash
# OpenROAD 26Q1-2900-gdf79404cd8, Yosys 0.63+post, stock flow scripts
make -C /OpenROAD-flow-scripts/flow DESIGN_CONFIG=/design/flow/config.mk WORK_HOME=/design/flow/orfs finish
```

## ./config.mk

```make
export PLATFORM = sky130hd
export DESIGN_NAME = Adder
export DESIGN_NICKNAME = Adder
export VERILOG_FILES = /design/flow/design.v
export SDC_FILE = /design/flow/constraint.sdc
export NUM_CORES = 4
export LEC_CHECK = 1
export CORE_AREA = 10 10 70 70
export DIE_AREA = 0 0 80 80
```

## ./constraint.sdc

```tcl
current_design Adder

set clk_period 2.4
set clk_io_pct 0.2

create_clock -name clk0 -period $clk_period

set non_clock_inputs [all_inputs -no_clocks]
set_input_delay [expr $clk_period * $clk_io_pct] -clock clk0 $non_clock_inputs
set_output_delay [expr $clk_period * $clk_io_pct] -clock clk0 [all_outputs]
```

==> results_dict.tcl <==
# metrics dict for downstream scripts
set metrics [dict create \
    worstHoldEndpoint "C[2]" \
    grt-ovfl-total 0 \
    ff_count 0 \
    port_buffers 13 \
    wl_per_cell_microns 5.71 \
    warning_count 32 \
    antenna_left 0 \
    period_minus_slack_ns 2.33 \
    flop_area_sq_um 0 \
    die_width_microns 80 \
    antenna_found_initial 0 \
    crit_arrival_ns 1.85 \
    drv_cap 0 \
    die_h_microns 80 \
    die-area_sq_um 6400 \
    hold_depth 5 \
    grt_setup_unrepaired "false" \
    critPathKind "input port to output port" \
    required_ns 1.92 \
    vias 164 \
    nClkBuffers 0 \
    seq_area_frac_synth_pct 0 \
    synthToLayoutAreaGrowth_pct 111 \
    dp_hpwl_microns 444 \
    stdcell_area_sq_um 343 \
    fp.coreArea_sq_um 3420 \
    syn_inst 20 \
    topCellsByArea "ha_1 31%, buf_4 14%, fa_1 12%, xnor2_1 11%, inv_1 9.2%" \
    num-fill-cells 405 \
    fp-utilization_pct 4.76 \
    finalSetupViolations 0 \
    track_usage_pct 1.29 \
    placed_cell_area_sq_um 343 \
    wirelength_microns 451 \
    drcViolationCount 0 \
    yosys_area_sq_um 163 \
    crit_path_frequent_cell "inv_2" \
    layout-drive-gt1-share_pct 21.2 \
    top_area_share_pct 30.8 \
    ys_cells 20 \
    power_mw 0.0578 \
    grt_pass1_wl_microns 710 \
    cpMaxStageDelayCell "fa_2" \
    critPathLaunchType "input port" \
    drt_first_iter_violations 0 \
    ys_warn_count 0 \
    grt_max_degree 4 \
    synth_area_leader_cell "ha_1" \
    hold_class "input port to output port" \
    finalMaxSlewViolations 0 \
    row_count 21 \
    slowest_delay_ns 0.56 \
    max_freq_ghz 0.430 \
    power.density_nw_per_um2 169 \
    worstHoldStart "A[1]" \
    n_antenna_cell 0 \
    ir_worst_vdd_mv 0.0206 \
    cp-end-kind "output port" \
    grt_pass1_vias 155 \
    gp_congestion 0.734 \
    setup_tns_ns 0 \
    dr.pass1.iters 1 \
    synthDistinctLibCells 11 \
    crit_path_cell_trace "clkdlybuf4s15_1 -> ha_2 -> inv_2 -> fa_2 -> inv_2 -> clkdlybuf4s50_1" \
    worstPathMaxFanout 2 \
    netlist_area_sq_um 163 \
    timing.hold.ws_ns 1.71 \
    synth.top_cells.by_count "4 x ha_1, 4 x inv_1, 3 x buf_4" \
    postSynthAreaPerCell_sq_um 8.13 \
    outcome "complete, no violations" \
    fin_crit_sh_pct 97.0 \
    leakagePower_nw 0.147 \
    hold_viol 0 \
    viasPerCell 2.08 \
    ios 16 \
]
## critical path: cells and delay by family
| family | cells | cell delay (ns) |
|---|---|---|
| fa+ha+maj | 2 | 0.74 |
| buf+inv | 4 | 0.63 |
## worst max path at each step
stage / start / end / slack (ns) / cells after the start
final: A[0] / C[1] / 0.07 / 6
after global routing: B[0] / C[1] / 0.02 / 6
after CTS: B[0] / C[1] / 0.02 / 6
## layer usage
metal | up-vias | wire [microns] | track usage [%]
met3 | 0 | 82 | 0.568
met5 | - | 0 | 0
met2 | 9 | 209 | 2.41
li1 | 82 | - | -
met4 | 0 | 0 | 0
met1 | 73 | 159 | 1.39
## through the flow
step | utilization, % | std cells | setup slack, ns
after global placement | 10.0 | 79 | -0.381
after CTS | 9.96 | 79 | 0.0160
after global routing | 10.0 | 79 | 0.0194
final | 10.0 | 79 | 0.0719
after floorplan | - | 22 | 0.649
after detailed placement | 10.0 | 79 | -0.417
## cells by family (layout without fill, tap and decap cells)
group	count (synthesis)	in the layout	synth area share, %
XOR/XNOR	2	2	10.8
other	1	3	2.31
adder cells (fa/ha/maj)	5	5	43.1
buffers and inverters	7	18	23.1
AND-OR/OR-AND	3	3	13.1
AND/OR/NAND/NOR	2	2	7.70
## report_power, final
group	leakage, nW	internal, mW	total [mW]	switching [mW]
sequential	0	0	0	0
clock	0	0	0	0
combinational	0.147	0.0402	0.0578	0.0176
total	0.147	0.0402	0.0578	0.0176
## cells in the final DEF (no fill, tap or decap)
| cell type | synthesis | layout |
|---|---|---|
| inv_1 | 4 | 1 |
| buf_4 | 3 | 1 |
| conb_1 | 1 | 3 |
| a21o_1 | 1 | 1 |
| inv_2 | 0 | 3 |
| ha_2 | 0 | 1 |
| nand2b_1 | 1 | 1 |
| nor2b_1 | 1 | 1 |
| a21oi_2 | 1 | 1 |
| clkdlybuf4s15_1 | 0 | 3 |
| xnor2_1 | 2 | 2 |
| dlygate4sd2_1 | 0 | 4 |
| clkdlybuf4s50_1 | 0 | 6 |
| fa_2 | 0 | 1 |
| ha_1 | 4 | 3 |
| o21ai_1 | 0 | 1 |
## what timing repair did
action | 4_1_cts | 5_1_grt
pin swaps | 4 | 2
hold buffers | 0 | 0
setup buffers | 0 | 0
endpoints found under the hold margin | 0 | 0
resized | 13 | 3
endpoints found under the setup margin | 4 | 1
## cell type report
class / instances / area (sq um) / share of cell area, %
Multi-Input combinational cell: 15 / 138 / 40.1
Inverter: 4 / 15.0 / 4.38
Timing Repair Buffer: 14 / 133 / 38.7
Tap cell: 46 / 57.6 / 16.8
Power and IR drop assume default switching activity.
